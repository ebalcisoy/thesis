==> flow/design.v <==
`timescale 1ns / 1ps
module current_target(
    input clk,
    input rst,
    input [31:0] target32,
    output reg [255:0] target256
    );
    reg [7:0] exponent;
    reg [23:0] mantissa;
    always @(posedge clk)begin
        if(rst)begin
            exponent <= 1;
            mantissa <= 1;
        end
        else if((target32 > 0) && (exponent == 1))begin
            exponent <= target32[31:24] - 2'h03;
            mantissa <= target32[23:0];    
        end
    end
    always @(posedge clk)begin
        if(rst)
            target256 <= 1;
        else if((target32 > 0) && (exponent > 1) && (target256 == 1))begin
            target256 <= {target256[255:24],mantissa[23:0]};
        end    
        else if((target32 > 0) && (exponent > 1) && (target256 == mantissa))begin
            target256 <= target256 << (exponent*8);
        end
    end
endmodule
==> flow/run.sh <==
#!/bin/bash
# OpenROAD 26Q1-2900-gdf79404cd8, Yosys 0.63+post, stock flow scripts
make -C /OpenROAD-flow-scripts/flow DESIGN_CONFIG=/design/flow/config.mk WORK_HOME=/design/flow/orfs finish
==> flow/config.mk <==
export PLATFORM = sky130hd
export DESIGN_NAME = current_target
export DESIGN_NICKNAME = current_target
export VERILOG_FILES = /design/flow/design.v
export SDC_FILE = /design/flow/constraint.sdc
export NUM_CORES = 4
export LEC_CHECK = 1
export CORE_UTILIZATION = 50
==> flow/constraint.sdc <==
current_design current_target

set clk_period 32.4
set clk_io_pct 0.2

create_clock -name clk0 -period $clk_period [get_ports {clk}]

set non_clock_inputs [all_inputs -no_clocks]
set_input_delay [expr $clk_period * $clk_io_pct] -clock clk0 $non_clock_inputs
set_output_delay [expr $clk_period * $clk_io_pct] -clock clk0 [all_outputs]
==> reports/results.tsv <==
stage	metric	value	unit
die	floorplan die area	0.0423	sq mm
timing	Max Clock Freq	104	MHz
pwr	post-layout total power	2.38	mW
logic_synthesis	area fraction of the dominant cell type after synthesis	27.8	%
layout	post-layout util	61.8	%
job	OpenROAD warnings	27	
timing	Period Utilization, post-route	29.6	%
logic_synthesis	Seq share, synth	27.8	%
clock_network	CTS H-tree depth	2	
global_routing	largest net degree at the start of global routing	89	
place	total of buffers placed on input and output ports	289	
logic_synthesis	share of synthesized registers carrying an async set or reset	0	%
pwr	relative contribution of the clock network to total power	18.5	%
pwr	total power density per cell area	94.1	mW/mm^2
pwr	part of the power in combinational logic	60.3	%
critical_path	Setup CP Type	input port to flip-flop	
die	core area	0.0408	sq mm
timing	worst slew pin tran	1.35	ns
clock_network	clock buffers created by TritonCTS	35	
clock_network	clock transition at the register clock pins on the worst setup and hold paths after CTS	0.06	ns
drt	number of nets with antenna violations after routing	0	
job	maxcap violations	0	
pwr	Internal Dissipation	1.07	mW
timing	final clock skew	0.0172	ns
timing	total setup violations reported at the end of the flow	0	
layout	count of non-filler cells in the finished layout	3138	
logic_synthesis	Flops after synth	288	
logic_synthesis	cell type with the highest aggregate area in the netlist	sky130_fd_sc_hd__dfxtp_1	
clock_network	insertion delay of the later-clocked pin in the worst-skew pair	0.58	ns
timing	Slew Limit Headroom	10.1	%
die	number of top-level design ports	290	
drt	post-detailed-route wirelength per cell	38.4	um
global_routing	number of global-route vias before repair	22300	
logic_synthesis	synthesized-area fraction occupied by xor and xnor cells	1.27	%
global_routing	global route total overflow	0	
logic_synthesis	adder and majority gate portion of the synthesized area	0.121	%
global_routing	GRT Util Overall	59.1	%
drt	Final Routed Wirelength	121000	um
die	number of cell rows	74	
logic_synthesis	and+or+nand+nor area frac	14.8	%
critical_path	crit-path max FO	58	
layout	synthesis-to-finish area growth	21.8	%
drt	number of vias per cell	7.68	
clock_network	Post-CTS Repair Setup Buffers	0	
clock_network	hold buffers post-CTS	0	
logic_synthesis	Synth cell types	70	
timing	unrepaired setup endpoints after global routing	no	
die	overall die height	206	um
logic_synthesis	Top non-seq family	multiplexers	
logic_synthesis	most common library cells after synthesis	sky130_fd_sc_hd__nor2_1 (298), sky130_fd_sc_hd__dfxtp_1 (288), sky130_fd_sc_hd__mux2i_1 (240)	
pwr	switching part of the total	55.2	%
pwr	leakage power of the design	8.69	nW
drt	# DRC	0	
timing	Total Neg Setup Slack	0	ns
logic_synthesis	EDFF count, synth	0	
global_routing	wire length of the first global-routing pass	168000	um
clock_network	clock tree from TritonCTS	done	
clock_network	clk sinks	288	
timing	number of hold violations in the final report	0	
timing	Tmin final	9.60	ns
logic_synthesis	total number of yosys warnings	1	
drt	violation tally from detailed-route iteration zero	3493	
logic_synthesis	area fraction in compound gates	22.1	%
place	Placer Congestion	1.15	
worst_hold_path	type of the tightest min-delay check	flip-flop to flip-flop	
global_routing	initial antenna violation count	8	
die	width of the die	206	um
timing	hold_ws	0.498	ns
die	Initial Util	50.8	%
critical_path	critical path required time	32.86	ns
pwr	Net Switching	1.31	mW
logic_synthesis	mean cell area of the mapped netlist	8.65	sq um
pwr	worst IR drop on VDD	0.131	mV
place	number of instances in the placed design	3066	
logic_synthesis	Yosys Instances	2396	
logic_synthesis	cell area after synthesis	0.0207	sq mm
logic_synthesis	yosys synthesis chip area	0.0207	sq mm
logic_synthesis	most frequently used flop master after synthesis	sky130_fd_sc_hd__dfxtp_1	
place	DP Wirelength	85600	um
logic_synthesis	cell with the most instances after synthesis	sky130_fd_sc_hd__nor2_1	
drt	overall via count from detail_route	24100	
critical_path	startpoint type of the worst setup path	input port	
timing	Max Slew Vio Count	0	
drt	TritonRoute pass-1 iters	9	
clock_network	number of buffers on the longest clock path	3	
critical_path	capturing element type of the critical path	flip-flop	
clock_network	root buffer selected by CTS	sky130_fd_sc_hd__clkbuf_16	
logic_synthesis	number of instances in the synthesized netlist	2396	
outcome	status	complete, no violations	
pwr	share of power burned in registers	21.2	%
clock_network	PostCTS Resize Cnt	0	
critical_path	critical path data arrival time	10.06	ns
logic_synthesis	Main area contributors	sky130_fd_sc_hd__dfxtp_1 (28%), sky130_fd_sc_hd__mux4_2 (13%), sky130_fd_sc_hd__mux2i_1 (12%)	
logic_synthesis	mux cell area share after synthesis	28.2	%
layout	fraction of final layout cells with drive strength greater than 1	13.7	%
-- worst paths after layout --
| kind | from | end | slack (ns) | depth (start not counted) |
|---|---|---|---|---|
| worst max register to register | exponent[1]$_SDFFE_PP0P_ | target256[218]$_SDFFE_PP0P_ | 27.23 | 9 |
| worst min-delay path | target256[252]$_SDFFE_PP0P_ | target256[252]$_SDFFE_PP0P_ | 0.50 | 2 |
| worst max-delay path | target32[24] | target256[235]$_SDFFE_PP0P_ | 22.80 | 12 |
| worst min register to register | target256[252]$_SDFFE_PP0P_ | target256[252]$_SDFFE_PP0P_ | 0.50 | 2 |
-- cells in the final DEF (no fill, tap or decap), drive strengths merged, types with 21 or more instances in the layout --
cell           Yosys  routed
mux2              72      72
o2bb2ai           80      80
inv               50      52
nand2            193     193
buf               94      79
o21a              24      24
a211oi            21      21
clkdlybuf4s50      0     288
mux4             117     117
a21oi            210     210
dfxtp            288     288
nand3             30      30
nor2             299     299
o21ai             71      71
o22ai             38      38
a22oi             42      42
a31oi             41      41
mux2i            240     240
nand4             21      21
nor4              80      80
clkbuf           135      49
-- power by group through the flow --
stage	clock, mW	combinational [mW]	sequential (mW)
4_1_cts	0.435	1.33	0.496
6_report	0.439	1.43	0.504
5_1_grt	0.448	1.43	0.504
-- stage by stage --
stage	cell area [sq um]	worst slack, ns
6_report	25200	22.80
5_1_grt	25200	22.68
4_1_cts	25200	22.88
3_5_place_dp	24000	22.33
3_3_place_gp	24000	22.50
2_1_floorplan	20700	23.78
-- layout make-up --
type | count | area, sq um
tap | 532 | 666
clock buffer | 49 | 1020
timing repair buffer | 367 | 3500
inverter | 51 | 198
multi-input combinational | 1828 | 13800
antenna | 8 | 20.0
sequential | 288 | 5780
clock inverter | 15 | 225
fill | 3323 | 15600
-- logic make-up (layout without fill, tap and decap cells) --
family,count (synthesis),in the layout
AOI/OAI and AO/OA,677,677
xor gates and xnor gates,30,30
adders and majority gates,2,2
buffers and inverters,280,482
DFF,288,288
muxes,429,429
other,0,8
and+or+nand+nor,690,690
-- worst max-delay path, cell delays in order --
cell and delay (ns):
sky130_fd_sc_hd__clkdlybuf4s50_1 0.58, sky130_fd_sc_hd__inv_1 0.09, sky130_fd_sc_hd__ha_1 0.19, sky130_fd_sc_hd__nor4b_1 0.14
sky130_fd_sc_hd__nand3_1 0.07, sky130_fd_sc_hd__nor4_1 0.08, sky130_fd_sc_hd__or4_4 0.59, sky130_fd_sc_hd__nor4_4 0.24
sky130_fd_sc_hd__buf_4 0.38, sky130_fd_sc_hd__buf_4 0.69, sky130_fd_sc_hd__a21oi_1 0.14, sky130_fd_sc_hd__a311oi_1 0.29
-- sequential cells by signal (all words and copies together), names as in the netlist --
signal	count
target256	256
mantissa	24
exponent	8
-- metal layers --
metal  part of all wire [%]  track usage (%)  vias up  wire length (um)
met5                   0.17             4.64        -               207
met2                     39             76.5     2496             46700
met4                    8.8             35.9       10             10700
li1                       -                -     9508                 -
met1                     34             72.5    11500             40800
met3                     18             38.8      623             22100
Power figures rest on the tool's default switching activity, not on a simulated workload.
